--- flow/run.sh ---
#!/bin/bash
# OpenROAD 26Q1-2900-gdf79404cd8, Yosys 0.63+post, stock flow scripts
make -C /OpenROAD-flow-scripts/flow DESIGN_CONFIG=/design/flow/config.mk WORK_HOME=/design/flow/orfs finish
--- flow/constraint.sdc ---
current_design add_fed

set clk_period 9.1
set clk_io_pct 0.2

create_clock -name clk0 -period $clk_period [get_ports {clk}]

set non_clock_inputs [all_inputs -no_clocks]
set_input_delay [expr $clk_period * $clk_io_pct] -clock clk0 $non_clock_inputs
set_output_delay [expr $clk_period * $clk_io_pct] -clock clk0 [all_outputs]
--- flow/config.mk ---
export PLATFORM = sky130hd
export DESIGN_NAME = add_fed
export DESIGN_NICKNAME = add_fed
export VERILOG_FILES = /design/flow/design.v
export SDC_FILE = /design/flow/constraint.sdc
export NUM_CORES = 4
export LEC_CHECK = 1
export CORE_AREA = 10 10 80 80
export DIE_AREA = 0 0 90 90
--- flow/design.v ---
`timescale 1ns/100ps
module sum_add(din, ext_in, out);
  input [15:0] din, ext_in;
  output reg [15:0] out;
  always @(din or ext_in) begin
  out = din + ext_in;
  end
endmodule
module reg_add(clk, res, in, dout);
  input [15:0] in;
  input clk, res;
  output reg [15:0] dout;
  always @(posedge clk) begin
  if(res == 1)
  dout = 0;
  else
  dout = in;
  end
endmodule
module add_fed(din, res, clk, dout);
  input [15:0] din;
  input clk, res;
  output [15:0] dout;
  wire [15:0] out_sum;
  sum_add bl1(din, dout, out_sum);
  reg_add bl2(clk, res, out_sum, dout);
endmodule
==> metrics.cfg <==
[floorplanning]
num_rows=25
die_x_um=90
fp_util_pct=24.6
chip_area_mm2=0.00810
die_y_um=90
num_io_pins=34
core-area_mm2=0.00472

[grt]
grt_max_degree=23
grt_use_total_pct=6.93
antenna_found_initial=0
grt_pass1_vias=1008
grt_pass1_wl_mm=4.82
overflow=0

[logic_synthesis]
synth_warnings=2
ys_cells=128
postSynthSeqShare_pct=27.6
ys_top_cells_by_count=dfxtp_1 (16), nor2_1 (16), ha_1 (15)
syn_avg_cell_area_um2=9.07
area_leaders=dfxtp_1 (28%), ha_1 (16%), nor2_1 (5.2%), nor2b_1 (4.8%), a21oi_1 (4.7%)
ys.flops=16
synthCells=128
syn_area_mm2=0.00116
async_flop_share_pct=0
synth_top_area_share_pct=27.6
synth.distinct_cells=37
top_area_cell=dfxtp_1
ff_type=dfxtp_1
ys_area_mm2=0.00116
edf_count=0

[drt]
drc_errors=0
dr.pass1.iters=6
antenna_left=0
vias=998
drt_first_iter_violations=65
wl_mm=2.75
wire_per_inst_um=12.0
via_per_inst=4.36
diodes=0

[clock_tree]
numCtsBuffers=3
insertion_delay_ps=250
htreeDepth=1
cts-resized-gates=0
clock_path_buffers=2
post_cts.repair.setup_buffers=0
clk_pin_slew_ps=70
cts_tree=done
cts_root_buf=clkbuf_8
cts.sinks=16
hold_buffers=0

[setup_path]
critPathCaptureType=flop
crit_type=in -> reg
cp-start-kind=input pin
worstPathArrival_ps=4230
path_max_fanout=3
critPathRequiredTime_ps=9240

[sta]
worst_slew_pin_slew_ps=782
hold_viol=0
fin_crit_ps=4090
fin_worst_skew_ps=1.63
slew_headroom_pct=47.7
hold_ws_ps=591
period_used_pct=45.0
fmax_mhz=244
rsz0062_at_grt=false
setup_violations=0
drv_slew=0
finalSetupTns_ps=0

[power_and_ir_drop]
vdd_drop_max_v=0.0000848
p_per_area_mw_per_mm2=285
p_leak_uw=0.000696

[cells_and_area]
final_cells=229
areaGrowthSynthToFinish_pct=39.3
fin_area_mm2=0.00162
largest_register_ffs=16
drive_gt1_share_pct=9.88

[placement]
port_buffers=33
placed_cells_incl_taps=225
gp_routability_congestion=0.816
place_hpwl_mm=2.16
placed_area_mm2=0.00156

[outcome]
status=completed

[hold_path]
hp-class=reg -> reg

[run]
cap_violations=0
warning_count=25

## area by class of cell
| cell class | count | area (um2) |
|---|---|---|
| sequential | 16 | 320 |
| timing repair buffer | 33 | 330 |
| fill | 492 | 3110 |
| multi-input combinational | 109 | 828 |
| clock buffer | 4 | 55.1 |
| tap | 67 | 83.8 |
## report_power, final
part / switching, uW / internal (uW)
Clock: 26.6 / 38.4
Sequential: 15.3 / 98.7
Combinational: 125 / 156
## worst paths after layout
| path | start | slack, ps | to | depth (start not counted) |
|---|---|---|---|---|
| max | din[0] | 5010 | bl2.dout[10]$_SDFF_PP0_ | 8 |
| min | bl2.dout[0]$_SDFF_PP0_ | 590 | bl2.dout[0]$_SDFF_PP0_ | 2 |
| max reg2reg | bl2.dout[0]$_SDFF_PP0_ | 6680 | bl2.dout[10]$_SDFF_PP0_ | 7 |
| min reg2reg | bl2.dout[0]$_SDFF_PP0_ | 590 | bl2.dout[0]$_SDFF_PP0_ | 2 |
## placed cells by master (no fill, tap or decap), types with 3 or more instances in the layout
| cell type | Yosys | final |
|---|---|---|
| mux2_1 | 3 | 3 |
| nor3_1 | 4 | 4 |
| a21o_1 | 7 | 7 |
| ha_1 | 15 | 15 |
| nor2b_1 | 9 | 9 |
| clkbuf_8 | 0 | 4 |
| clkdlybuf4s50_1 | 0 | 33 |
| nor2_1 | 16 | 16 |
| mux2_2 | 3 | 3 |
| xnor2_1 | 3 | 3 |
| a21oi_1 | 11 | 11 |
| dfxtp_1 | 16 | 16 |
| o21ai_0 | 4 | 4 |
| nand2_1 | 6 | 6 |
| xor2_1 | 4 | 4 |
## per-stage QoR
stage               utilization (%)  total power [uW]  worst slack (ps)
floorplan                         -               300              5320
global placement               33.1               400              4790
detailed placement             33.1               399              4760
CTS                            34.3               468              5010
global route                   34.3               509              4930
finish                         34.3               460              5010
## worst max-delay path: stages
cell and delay [ps]:
clkdlybuf4s50_1 400, ha_1 240, fa_1 410, a21o_2 260, a311oi_2 350, nor2_2 130
a311oi_2 300, mux2_1 340
## kinds of logic after synthesis
kind of cell	Yosys count	share of synthesized area, %
buffers and inverters	3	1.08
DFF	16	27.6
AOI/OAI and AO/OA	39	25.0
and+or+nand+nor	41	17.3
muxes	6	5.82
adders and majority gates	16	17.9
xor gates and xnor gates	7	5.28
## metal layers
layer	share of wire (%)	vias to the layer above	global-route usage [%]
met3	7.3	2	2.68
met5	0	-	0
met1	52	436	10.5
li1	-	541	-
met2	40	19	9.20
met4	0.69	0	0.928
Power is estimated from default activity; no workload was simulated.
